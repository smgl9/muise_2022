## flow/design.v

```verilog
module frame_sync(
clk_i,
rst_i,    
first_pixel_i,
sync_o
);
input clk_i;
input rst_i;
input first_pixel_i;
output reg sync_o =0;
always @(posedge clk_i )
 begin
    if (rst_i) begin
        sync_o<=0;
    end else if (first_pixel_i) begin
        sync_o<=1;
    end
end
endmodule
module monitor (
        clk			,
        start_frame_o,
        vid_clk_o,
        vsync_o,
        hsync_o,
        vid_blank_o,
        pixel_en_o,
        sync_i
    );
    input 		clk;   
    input 		sync_i;   
    output start_frame_o;
    output reg vid_clk_o = 0;
    output vsync_o;
    output hsync_o;
    output vid_blank_o;
    output pixel_en_o;
    reg[10:0]	contvidv = 0;  
    reg[10:0]	contvidh = 0;  
    reg[4:0]	clkcount = 0;  
    reg 			vid_clk=0;
    wire			vsync = ((contvidv >= 491) && (contvidv < 493))? 1'b0 : 1'b1;
    wire			hsync = ((contvidh >= 664) && (contvidh < 760))? 1'b0 : 1'b1;
    wire			vid_blank = ((contvidv >= 8) && (contvidv <  420) && (contvidh >= 20) && (contvidh < 624))? 1'b1 : 1'b0;
    wire			clrvidh = (contvidh <= 800) ? 1'b0 : 1'b1;
    wire  	    	clrvidv = (contvidv <= 525) ? 1'b0 : 1'b1;
    wire            pixel_ena = vid_blank;    
    wire            start_frame = ((contvidv==8) && (contvidh==20))? 1'b1 : 1'b0;     
    always @ (posedge clk )
    begin
        clkcount <= clkcount + 1;
        vid_clk <= clkcount[0];   
        vid_clk_o <= vid_clk;
    end
    always @ (posedge vid_clk )
    begin
        if(clrvidh)
        begin
            contvidh <= 0;
        end
        else if (sync_i)
        begin
            contvidh <= contvidh + 1;
        end
    end
    always @ (posedge vid_clk)
    begin
        if (clrvidv)
        begin
            contvidv <= 0;
        end
        else
        begin
            if
            (contvidh == 798)
            begin
                contvidv <= contvidv + 1;
            end
        end
    end
    assign vsync_o = vsync;
    assign hsync_o = hsync;
    assign vid_blank_o = vid_blank;
    assign pixel_en_o = pixel_ena;
    assign start_frame_o = start_frame;
endmodule
module system_top(
    clk_50mhz_in, 
    vga_r_o,
    vga_g_o,
    vga_b_o,
    vid_clk_o,
    vsync_o,
    hsync_o,
    vid_blank_o
);
input clk_50mhz_in;    
output [7:0] vga_r_o;  
output [7:0] vga_g_o;  
output [7:0] vga_b_o;  
output vid_clk_o;
output vsync_o;
output hsync_o;
output vid_blank_o;
localparam image_width =604;
localparam image_heigh =413;
wire  s_axis_tready;
wire  s_axis_tvalid;
wire  [31:0] s_axis_tdata;
wire  s_axis_tlast ;
wire  s_axis_tuser ;
wire  m_axis_tready;
wire  m_axis_tvalid;
wire  [31:0] m_axis_tdata;
wire  m_axis_tlast ;
wire  m_axis_tuser ;
wire  vid_clk;
vga_interface vga_interface_dut (
  .clk_50mhz_in (clk_50mhz_in ),
  .rst_i (0 ),
  .vga_r_o (vga_r_o ),
  .vga_g_o (vga_g_o ),
  .vga_b_o (vga_b_o ),
  .vid_clk_o (vid_clk ),
  .vsync_o (vsync_o ),
  .hsync_o (hsync_o ),
  .vid_blank_o (vid_blank_o ),
  .s_axis_tready (m_axis_tready ),
  .s_axis_tvalid (m_axis_tvalid ),
  .s_axis_tdata (m_axis_tdata ),
  .s_axis_tlast (m_axis_tlast ),
  .s_axis_tuser  ( m_axis_tuser)
);
video_generator #(
  .image_width(image_width ),
  .image_heigh (image_heigh )
)
video_generator_dut (
  .clk_i (vid_clk ),
  .m_axis_tready (m_axis_tready ),
  .m_axis_tvalid (m_axis_tvalid ),
  .m_axis_tdata (m_axis_tdata ),
  .m_axis_tlast (m_axis_tlast ),
  .m_axis_tuser  ( m_axis_tuser)
);
assign  vid_clk_o = vid_clk;
endmodule
module vga_interface (
        clk_50mhz_in, 
        rst_i,
        vga_r_o,
        vga_g_o,
        vga_b_o,
        vid_clk_o,
        vsync_o,
        hsync_o,
        vid_blank_o,
        s_axis_tready,
        s_axis_tvalid,
        s_axis_tdata ,
        s_axis_tlast ,
        s_axis_tuser 
    );
    input clk_50mhz_in;    
    input rst_i;    
    output [7:0] vga_r_o;  
    output [7:0] vga_g_o;  
    output [7:0] vga_b_o;  
    output vid_clk_o;
    output vsync_o;
    output hsync_o;
    output vid_blank_o;
    output s_axis_tready;
    input  s_axis_tvalid;
    input  [31:0] s_axis_tdata;
    input  s_axis_tlast ;
    input  s_axis_tuser ;
    wire start_frame;
    wire frame_sync;
    wire pixel_enable;
    wire s_pixel_enable = pixel_enable & frame_sync;
    monitor monitor_dut (
      .clk (clk_50mhz_in ),
      .start_frame_o (start_frame ),
      .vid_clk_o (vid_clk_o ),
      .vsync_o (vsync_o ),
      .hsync_o (hsync_o ),
      .vid_blank_o  ( vid_blank_o),
      .pixel_en_o (pixel_enable),
      .sync_i (frame_sync)
    );
    frame_sync frame_sync_dut (
      .clk_i (vid_clk_o ),
      .rst_i (rst_i ),
      .first_pixel_i (s_axis_tuser ),
      .sync_o  ( frame_sync)
    );
      assign s_axis_tready =(frame_sync)? pixel_enable:1;
      assign vga_r_o = ((s_pixel_enable) & (s_axis_tvalid))? s_axis_tdata [7:0]  :0;
      assign vga_g_o = ((s_pixel_enable) & (s_axis_tvalid))? s_axis_tdata [15:8] :0;
      assign vga_b_o = ((s_pixel_enable) & (s_axis_tvalid))? s_axis_tdata [23:16]:0;
endmodule
module video_generator(
        clk_i,
        m_axis_tready,
        m_axis_tvalid,
        m_axis_tdata,
        m_axis_tlast ,
        m_axis_tuser
    );
    parameter image_width = 640;
    parameter image_heigh = 480;
    input   clk_i;
    input   m_axis_tready;
    output  m_axis_tvalid;
    output  [31:0] m_axis_tdata;
    output  m_axis_tlast ;
    output  m_axis_tuser ;
    reg [10:0] counter ;
    reg [10:0] h_counter = 0;
    reg [9:0] v_counter = 0;
    always @(posedge clk_i ) begin
        if (m_axis_tready) begin
        if (h_counter<image_width-1) begin
            h_counter<=h_counter+1;
        end
        if (h_counter==image_width-1) begin
            v_counter<=v_counter+1;
            h_counter<=0;
        end
        else if (v_counter==image_heigh-1)begin
            v_counter<=0;
        end
    end
    else begin
        h_counter<=0;
    end
end
    always @(posedge clk_i ) begin
        if (~m_axis_tready) begin
            counter <= 0;
        end
        else  begin
            counter[7:0] <= (h_counter[7:0] + v_counter[7:0])>>1;
        end 
    end
      assign m_axis_tvalid = (m_axis_tready)? 1:0;
      assign m_axis_tuser  = ((m_axis_tready==1) && (v_counter==0) && (h_counter==0))? 1:0;
      assign m_axis_tlast  = (h_counter==image_width-1)? 1:0; 
      assign m_axis_tdata  = {8'h00, counter[7:0],counter[7:0],counter[7:0]};
endmodule
```

## flow/run.sh

```bash
#!/bin/bash
# OpenROAD 26Q1-2900-gdf79404cd8, Yosys 0.63+post, stock flow scripts
make -C /OpenROAD-flow-scripts/flow DESIGN_CONFIG=/design/flow/config.mk WORK_HOME=/design/flow/orfs finish
```

## flow/config.mk

```make
export PLATFORM = sky130hd
export DESIGN_NAME = system_top
export DESIGN_NICKNAME = system_top
export VERILOG_FILES = /design/flow/design.v
export SDC_FILE = /design/flow/constraint.sdc
export NUM_CORES = 4
export LEC_CHECK = 1
export CORE_UTILIZATION = 40
```

## flow/constraint.sdc

```tcl
current_design system_top

set clk_period 1.2
set clk_io_pct 0.2

create_clock -name clk0 -period $clk_period [get_ports {clk_50mhz_in}]

set non_clock_inputs [all_inputs -no_clocks]
set_input_delay [expr $clk_period * $clk_io_pct] -clock clk0 $non_clock_inputs
set_output_delay [expr $clk_period * $clk_io_pct] -clock clk0 [all_outputs]
```

==> summary.txt <==
CP max-delay cell = dfxtp_2
Layout cells sized above 1 = 5.37%
DIE HEIGHT = 89.0 µm
Slew @ Worst Pin = 822 ps
Post-synth EDFFs = 11
DR vias = 2,240
Final Hold Fails = 0
ANT cells = 0
Synth Area per Inst = 8.74 µm²
Critical-path maximum fanout = 2
Combinational share of power = 0.2%
Total global-route track usage = 14.2%
Final min period = 985 ps
Max-cap check violation count = 0
Number of warnings the tools reported = 32
Yosys cell types = 50
Yosys reg bits = 54
Crit path DAT = 750 ps
Register pins left without a clock = 51
Worst reg-to-reg setup slack = 750 ps
Yosys synthesis chip area = 0.00303 mm²
Final setup fails = 0
FF-to-FF path depth = 1
DR iter-0 viols = 37
Worst setup SP type = flip-flop
Cts bufs inserted = 3
I/O Pins = 29
Port buffer count = 25
Outcome = complete, no violations
Reg power frac = 25.3%
Critical Path RT = 960 ps
Init Core Util = 41.5%
GRT overflow = 0
Switching Share = 18.0%
Clock Path Buffers = 2
WP depth = 1
Net Sw Power = 0.0719 mW
PwrDens = 121 mW/mm²
Mapped Area = 0.00303 mm²
Register share after synthesis = 39.4%
Async SR Flop Fraction = 0%
Crit path to = vid_clk_o
H-tree Lvls = 1
Dpl ws = 193 ps
Inst Count DP = 449
Worst VDD drop = 0.000641 V
CTS tree = built
DRC viols = 0
Worst path bufs/invs = 1
Chip area = 0.00792 mm²
Min-delay worst type = reg2reg
Post-DRT Antenna Nets = 0
Worst r2r dst = vga_interface_dut.monitor_dut.clkcount[0]
Worst setup startpoint = vga_interface_dut.monitor_dut.vid_clk_o
Slowest cell delay on critical path = 300 ps
Worst-skew pair later-pin latency = 220 ps
Setup bufs post-CTS = 0
Die Wd = 89.0 µm
CTS clk-pin slew, worst paths = 30 ps
Initial antenna violation count = 0
Yosys warning tally = 4
P_int = 0.328 mW
Leak = 1.21 nW
Period utilization = 82.1%
P&R area growth vs syn = 9.35%
Post-DP HPWL = 4.22 mm
Layout fillers = 731
Routability cong. = 0.880
Pre-Repair DR Iteration Count = 6
CP endpoint kind = primary output
Max-Slew Margin vs Limit = 43.8%
Hold depth = 0
Vias in the first global route = 1,886
Root Buffer = clkbuf_8
Wire per inst = 12.0 µm
Reg2reg start = vga_interface_dut.monitor_dut.clkcount[0]
RSZ-0062 raised after global routing = false
Clock power share = 74.4%
Crit path max-delay family = flip-flops
Slew Viols, Final = 0
Yosys Instances = 346
Vias/cell = 4.94
Critical setup path kind = reg2out
Worst setup margin = 215 ps
Critical-path cell list = dlygate4sd2_1
Largest net degree at the start of global routing = 30
DRT Wirelength = 5.42 mm
Main synth FF type = dfxtp_1
Setup TNS = 0 ps
Final instance count without filler cells = 453
Final setup skew = 0.850 ps
Core Region = 0.00729 mm²
Row count = 31
Endpoints left unconstrained = 83
Max Freq = 1020 MHz
Cells after synthesis = 346
Global-route wire length before repair = 8.76 mm
==> through the flow <==
step	util, %	cell area (µm²)	total power, mW	hold WS [ps]
after floorplan	-	3040	0.110	331
after global placement	44.7	3260	0.104	339
after detailed placement	44.7	3260	0.104	337
after CTS	45.4	3310	0.405	351
after global routing	45.4	3310	0.418	357
final	45.4	3310	0.400	350
==> layout make-up <==
type                    count  area, µm²  area share [%]
repair buffers             29        279            8.43
multi-input cells         255       1620            49.1
flip-flops and latches     54       1190            36.0
well taps                  99        124            3.74
inverters                  12       45.0            1.36
clock buffers               4       45.0            1.36
==> power groups by stage <==
| stage | Combinational, mW | Clock (mW) | Sequential, mW |
|---|---|---|---|
| after CTS | 0.00120 | 0.302 | 0.101 |
| final | 0.000987 | 0.298 | 0.101 |
| after global routing | 0.00190 | 0.315 | 0.101 |
==> per-layer routing <==
layer,GRT usage [%],up-vias,share of wire [%]
met5,0,-,0
met2,23.4,29,46
li1,-,1192,-
met1,21.9,1015,50
met3,1.22,4,2.5
met4,1.88,0,1.6
==> flip-flops by register name, summed over array words and instances (netlist names) <==
signal	cells
vga_interface_dut.frame_sync_dut.sync_o	1
vga_interface_dut.monitor_dut.clkcount	1
vga_interface_dut.monitor_dut.contvidh	11
vga_interface_dut.monitor_dut.contvidv	11
vga_interface_dut.monitor_dut.vid_clk	1
vga_interface_dut.monitor_dut.vid_clk_o	1
video_generator_dut.counter	7
video_generator_dut.h_counter	11
video_generator_dut.v_counter	10
==> synthesized netlist by cell type, drive strengths merged (2+ instances only) <==
master / n / share of area [%]
inv: 12 / 1.5
or3: 6 / 1.4
a2111oi: 3 / 1.1
o21ai: 16 / 2.8
dfxtp: 43 / 28
clkbuf: 10 / 1.2
buf: 19 / 4.8
nor3: 6 / 0.99
nor2b: 4 / 0.83
mux2i: 3 / 0.99
conb: 2 / 0.25
a31oi: 2 / 0.41
nand4: 11 / 2.3
nand2: 20 / 2.5
and3: 13 / 2.7
edfxtp: 11 / 11
nor2: 63 / 7.9
xor2: 18 / 5.2
a311oi: 2 / 0.58
nor4: 7 / 2.2
nor4b: 3 / 0.87
o31ai: 2 / 0.50
nand3: 10 / 2.1
o211ai: 2 / 0.50
a21o: 2 / 0.50
nand2b: 3 / 0.62
xnor2: 12 / 3.5
a21oi: 13 / 2.2
ha: 16 / 6.6
==> what timing repair did <==
item,in CTS,in global routing
hold buffers,0,0
setup endpoints to repair,1,0
resized,2,0
hold endpoints to repair,0,0
==> how the worst min path moves through the flow <==
stage / startpoint / end / slack [ps]
CTS: vga_interface_dut.monitor_dut.clkcount[0] / vga_interface_dut.monitor_dut.vid_clk / 350
global route: vga_interface_dut.monitor_dut.clkcount[0] / vga_interface_dut.monitor_dut.vid_clk / 360
finish: vga_interface_dut.monitor_dut.clkcount[0] / vga_interface_dut.monitor_dut.vid_clk / 350
==> layout by cell type, fill, tap and decap left out, types with 2 or more instances in the layout <==
cell,instances
or3_1,5
o31ai_1,2
ha_1,16
inv_1,12
nand2_1,20
dfxtp_1,42
nor2_1,62
clkdlybuf4s50_1,24
o211ai_1,2
a21o_1,2
xnor2_1,12
nand4_1,11
buf_4,4
and3_1,13
clkbuf_8,3
nand3_1,9
a2111oi_0,2
nand2b_1,3
nor4b_1,3
nor2b_1,4
conb_1,6
edfxtp_1,11
xor2_1,18
mux2i_1,3
nor3_1,6
nor4_1,5
a21oi_1,13
o21ai_0,15
a311oi_1,2
a31oi_1,2
==> kinds of logic after synthesis <==
group	share of synthesized area, %
adders and majority gates	7.28
AOI/OAI and AO/OA	9.97
xor gates and xnor gates	8.68
other	0.248
and+or+nand+nor	26.0
muxes	0.993
DFF	39.4
buffers and inverters	7.49
No activity file was given, so power comes from the tool's default toggle rates.
